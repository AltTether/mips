==> /design/flow/design.v <==
module LCD(input         CLK, RST,
           input [4:0]   SLCT,
           input [31:0]  Rdata1, Rdata2, Ed32, Wdata, nextPC, Rslt, Ins,
           output [31:0] Result);
   function [31:0] selectDisplay(input[4:0]   slct,
                                 input [31:0] rdata1, rdata2, ed32, wdata, nextpc, rslt);
      case(slct)
        5'b00001: selectDisplay = rslt[31:16];
        5'b00010: selectDisplay = rdata1;
        5'b00100: selectDisplay = rdata2;
        5'b01000: selectDisplay = wdata;
        5'b10000: selectDisplay = nextpc;
        5'b00011: selectDisplay = ed32;
        5'd00101: selectDisplay = rdata2 << 32'd1;
        5'b00110: selectDisplay = Ins[31:26];
        5'd01001: selectDisplay = 32'd1 << 32'd1;
        5'b01100: selectDisplay = Ins[5:0];
        5'b00111: selectDisplay = Ins[25:21];
        5'b01110: selectDisplay = Ins[20:16];
        5'b11100: selectDisplay = Ins[10:6];
        5'b01111: selectDisplay = Ins[15:0];
        5'b11110: selectDisplay = Ins[31:16];
        default   selectDisplay = rslt;
      endcase
   endfunction
   assign Result = selectDisplay(SLCT, Rdata1, Rdata2, Ed32, Wdata, nextPC, Rslt);
endmodule
==> /design/flow/run.sh <==
#!/bin/bash
# OpenROAD 26Q1-2900-gdf79404cd8, Yosys 0.63+post, stock flow scripts
make -C /OpenROAD-flow-scripts/flow DESIGN_CONFIG=/design/flow/config.mk WORK_HOME=/design/flow/orfs finish
==> /design/flow/config.mk <==
export PLATFORM = sky130hd
export DESIGN_NAME = LCD
export DESIGN_NICKNAME = LCD
export VERILOG_FILES = /design/flow/design.v
export SDC_FILE = /design/flow/constraint.sdc
export NUM_CORES = 4
export LEC_CHECK = 1
export CORE_AREA = 10 10 109 109
export DIE_AREA = 0 0 119 119
==> /design/flow/constraint.sdc <==
current_design LCD

set clk_period 7.6
set clk_io_pct 0.2

create_clock -name clk0 -period $clk_period

set non_clock_inputs [all_inputs -no_clocks]
set_input_delay [expr $clk_period * $clk_io_pct] -clock clk0 $non_clock_inputs
set_output_delay [expr $clk_period * $clk_io_pct] -clock clk0 [all_outputs]
==> Changelog: implementation <==
### Metrics

* Status: complete, no violations
* Hold Vio Cnt, Final at 0
* # setup viols final at 0
* Avg Cell Area, Syn at about 7.2 um2
* Relative slew slack at 0.4526
* Highest clock rate at about 160 MHz
* Syn Std Cell Area at 0.002177 mm2
* Global routing met3 resource utilization at 0.06427
* Die height at 119 um
* WL final at approximately 18000 um
* Area of the multi-input gates at a little under 0.002 mm2
* RSZ-0062 raised after global routing: no
* Crit-path max FO at 24
* Syn-to-layout area delta at 119.5%
* Hold path depth at 4
* Top cells by area: a22oi_1 (22%), nand4_1 (6.9%), a221oi_1 (6.0%)
* Final cell area excluding filler cells at 0.004780 mm2
* DRT antenna net count at 0
* Area share, top type at 0.2241
* Synth area leader: a22oi_1
* Antenna Cells at 0
* Antenna violations before repair at 0
* Seq cells at 0
* Startpoint types: input port
* CP Launch Point: SLCT[4]
* Final Non-Filler Cells at between 600 and 700
* Core Footprint at 0.009639 mm2
* Dpl ws at 1.437 ns
* Synth cell count leaders: a22oi_1 (65), nand2_1 (30), nand4_1 (24)
* Min-delay worst type: input port to output port
* Count of tool warnings at 34
* Setup Fix Bufs, Post-CTS at 0
* Via count at 3783
* Slew Viols, Final at 0
* DRC viols at 0
* HP Start: Rslt[12]
* Hold_buf cts at 0
* Fin crit period at 6.187 ns
* Row count at 36
* Ys cells at 303
* Final worst-path cycle share at 0.8140
* Slew @ Worst Pin at between 0.8 and 0.9 ns
* First-pass GRT wire length at 25760 um
* Register area at 0 um2
* DRT Pass-1 Iters at 5
* Total global-route track usage at 0.2344
* Mapped Cells at 303
* Sequential fraction of the synthesis area at 0
* CP Class: input port to output port
* Cell with the most instances after synthesis: a22oi_1
* Share of cells above drive strength 1 at 0.04097
* I/O Buffers at roughly 260
* Yosys stat area at 0.002177 mm2
* Post_cts resized at 0
* VDD IR-drop max at 0.02419 mV
* DP Area at 0.004780 mm2
* Setup TNS at 0 ns
* Hpwl dp at 14450 um
* Die ar. at 0.01416 mm2
* Largest net degree at the start of global routing at 30
* WP data arrival at about 4.7 ns
* GRT Max-Usage Layer: met2
* Clk_buf instances at 0
* Yosys warnings at 3
* Met1 GRT Util at 0.2940
* Routed WL per cell at 26.40 um
* Die X-Extent at roughly 120 um
* LEAKAGE at roughly 1.6 nW
* CP Capture Type: output port
* Worst Setup Slack, final at 1.413 ns
* Fillers at 975
* Pwr dens at between 50 and 60 mW/mm2
* Yosys cell types at between 50 and 60
* Met2 global-route usage at 0.4056
* Routability Congestion at 0.9269
* I/O Pins at 263
* Drt initial violations at ~490
* Placed cell count at 670
* Final hold slack at 3.990 ns
* Maxcap violations at 0
* Routed vias/inst at 5.646
* Remaining global-route overflow at 0
* CP required at roughly 6.1 ns
* Init Core Util at 0.2259
* Via count of the first global-routing pass at 3802
-- report_power, final --
group / internal, mW / switching, mW / leakage, nW
clock network: 0 / 0 / 0
logic: 0.173 / 0.0894 / 1.64
registers: 0 / 0 / 0
-- path summary, 6_finish.rpt --
kind | endpoint | slack, ns
setup / recovery | Result[14] | 1.41
hold / removal | Result[12] | 3.99
-- per-layer routing --
| metal | up-vias | wire length, um |
|---|---|---|
| li1 | 1752 | - |
| met1 | 1808 | 7135 |
| met2 | 208 | 8764 |
| met3 | 15 | 1566 |
| met4 | 0 | 224 |
| met5 | - | 0 |
-- through the flow --
step	util	total power, mW
final	0.4958	0.2624
after floorplan	-	0.07107
after global placement	0.4958	0.2617
after CTS	0.4958	0.2632
after detailed placement	0.4958	0.2616
after global routing	0.4958	0.2812
-- kinds of logic after synthesis --
group           count (synthesis)  synth area share
mux                            13           0.06092
compound gates                136            0.4931
simple gates                  119            0.3356
xor+xnor                        1          0.004024
buf+inv                        34            0.1063
-- critical path, stage by stage --
cell and delay, ns:
clkdlybuf4s50_1 0.78, or3b_1 0.85, nor2_8 0.48, a22o_1 0.20, a21oi_1 0.05, a41oi_1 0.25
clkdlybuf4s50_1 0.51
-- placed cells by master, fill, tap and decap left out, types with 7 or more instances in the layout --
cell	instances
a22oi_1	65
nand2_1	30
mux2i_1	11
clkdlybuf4s50_1	261
a22o_1	8
a31oi_1	9
nand4_1	24
nor2_1	12
nand3_1	9
nor2b_1	7
a221oi_1	15
-- cell type report --
type | count | area share
timing repair buffer | 267 | 0.5560
multi-input combinational | 269 | 0.4084
inverter | 1 | 0.0007853
tap | 133 | 0.03482
No activity file was given, so power comes from the tool's default toggle rates.
